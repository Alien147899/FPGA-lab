### flow/config.mk
export PLATFORM = sky130hd
export DESIGN_NAME = vga_colorbar
export DESIGN_NICKNAME = vga_colorbar
export VERILOG_FILES = /design/flow/design.v
export SDC_FILE = /design/flow/constraint.sdc
export NUM_CORES = 4
export LEC_CHECK = 1
export CORE_UTILIZATION = 40
### flow/constraint.sdc
current_design vga_colorbar

set clk_period 1.0
set clk_io_pct 0.2

create_clock -name clk0 -period $clk_period [get_ports {sys_clk}]

set non_clock_inputs [all_inputs -no_clocks]
set_input_delay [expr $clk_period * $clk_io_pct] -clock clk0 $non_clock_inputs
set_output_delay [expr $clk_period * $clk_io_pct] -clock clk0 [all_outputs]
### flow/design.v
module clk_divider (
    input wire clk_in,      
    input wire reset_n,     
    output reg clk_out      
);
    always @(posedge clk_in or negedge reset_n) begin
        if (!reset_n)
            clk_out <= 1'b0;
        else
            clk_out <= ~clk_out;
    end
endmodule
module vga_colorbar (
    input wire sys_clk,     
    input wire sys_rst_n,   
    output wire hsync,      
    output wire vsync,      
    output wire [15:0] rgb  
);
    wire vga_clk_25m; 
    wire [9:0] pix_x;     
    wire [9:0] pix_y;     
    wire rgb_valid;   
    wire [15:0] pix_data;  
    clk_divider u_clk_divider (
        .clk_in    (sys_clk),
        .reset_n   (sys_rst_n),
        .clk_out   (vga_clk_25m)
    );
    vga_ctrl u_vga_ctrl (
        .vga_clk   (vga_clk_25m),
        .sys_rst_n (sys_rst_n),
        .hsync     (hsync),
        .vsync     (vsync),
        .rgb_valid (rgb_valid),
        .pix_x     (pix_x),
        .pix_y     (pix_y)
    );
    vga_pic u_vga_pic (
        .vga_clk   (vga_clk_25m),
        .sys_rst_n (sys_rst_n),
        .pix_x     (pix_x),
        .pix_y     (pix_y),
        .pix_data  (pix_data)
    );
    assign rgb = rgb_valid ? pix_data : 16'h0000;
endmodule
module vga_ctrl (
    input wire vga_clk,     
    input wire sys_rst_n,   
    output reg        hsync,       
    output reg        vsync,       
    output wire       rgb_valid,   
    output wire [9:0] pix_x,       
    output wire [9:0] pix_y        
);
    parameter H_SYNC       = 96;
    parameter H_BACK_PORCH = 48;
    parameter H_VALID      = 640;
    parameter H_FRONT_PORCH= 16;
    parameter H_TOTAL      = 800;
    parameter V_SYNC       = 2;
    parameter V_BACK_PORCH = 33;
    parameter V_VALID      = 480;
    parameter V_FRONT_PORCH= 10;
    parameter V_TOTAL      = 525;
    parameter H_ACTIVE_START = 350;  
    parameter V_ACTIVE_START = 35;   
    reg [9:0] cnt_h; 
    reg [9:0] cnt_v; 
    always @(posedge vga_clk or negedge sys_rst_n) begin
        if (!sys_rst_n) begin
            cnt_h <= 10'd0;
            cnt_v <= 10'd0;
        end
        else begin
            if (cnt_h == H_TOTAL - 1) begin
                cnt_h <= 10'd0;
                if (cnt_v == V_TOTAL - 1) begin
                    cnt_v <= 10'd0;
                end
                else begin
                    cnt_v <= cnt_v + 1;
                end
            end
            else begin
                cnt_h <= cnt_h + 1;
            end
        end
    end
    always @(posedge vga_clk or negedge sys_rst_n) begin
        if (!sys_rst_n) begin hsync <= 1'b0; end
        else begin
            if (cnt_h < H_SYNC) hsync <= 1'b1;
            else hsync <= 1'b0;
        end
    end
    always @(posedge vga_clk or negedge sys_rst_n) begin
        if (!sys_rst_n) begin vsync <= 1'b0; end
        else begin
            if (cnt_v < V_SYNC) vsync <= 1'b1;
            else vsync <= 1'b0;
        end
    end
    assign rgb_valid = (cnt_h >= H_ACTIVE_START) && (cnt_h < H_ACTIVE_START + H_VALID) &&
                       (cnt_v >= V_ACTIVE_START) && (cnt_v < V_ACTIVE_START + V_VALID);
    assign pix_x = (cnt_h >= H_ACTIVE_START) ? (cnt_h - H_ACTIVE_START) : 10'd0;
    assign pix_y = (cnt_v >= V_ACTIVE_START) ? (cnt_v - V_ACTIVE_START) : 10'd0;
endmodule
module vga_pic (
    input wire vga_clk,
    input wire sys_rst_n,
    input wire [9:0] pix_x,   
    input wire [9:0] pix_y,   
    output reg [15:0] pix_data
);
    parameter C_WHITE = 16'hFFFF;
    parameter C_BLACK = 16'h0000;
    parameter LETTER_Y_START = 10'd210; 
    parameter LETTER_Y_END   = 10'd270; 
    parameter STROKE_WIDTH   = 10'd8;  
parameter LETTER_WIDTH = 10'd40;  
parameter GAP          = 10'd30;  
parameter START_X      = 10'd155; 
parameter M_X_START = START_X, 
          M_X_END   = M_X_START + LETTER_WIDTH;  
parameter U_X_START = M_X_END + GAP, 
          U_X_END   = U_X_START + LETTER_WIDTH;  
parameter S_X_START = U_X_END + GAP, 
          S_X_END   = S_X_START + LETTER_WIDTH;  
parameter T_X_START = S_X_END + GAP, 
          T_X_END   = T_X_START + LETTER_WIDTH; 
    always @(posedge vga_clk or negedge sys_rst_n) begin
        if (!sys_rst_n) begin
            pix_data <= C_BLACK;
        end
        else begin
            pix_data <= C_BLACK;
            if (pix_y >= LETTER_Y_START && pix_y < LETTER_Y_END) begin
if (pix_x >= M_X_START && pix_x < M_X_END) begin
    parameter M_X_CENTER = M_X_START + (M_X_END - M_X_START) / 2; 
    if ( (pix_x < M_X_START + STROKE_WIDTH) ||                      
         (pix_x >= M_X_END - STROKE_WIDTH) ||                       
         (pix_x >= M_X_CENTER - STROKE_WIDTH / 2 && pix_x < M_X_CENTER + STROKE_WIDTH / 2) || 
         (pix_y < LETTER_Y_START + STROKE_WIDTH) ) begin           
        pix_data <= C_WHITE;
    end
end
                else if (pix_x >= U_X_START && pix_x < U_X_END) begin
                    if ( (pix_x < U_X_START + STROKE_WIDTH) ||      
                         (pix_x >= U_X_END - STROKE_WIDTH) ||      
                         (pix_y >= LETTER_Y_END - STROKE_WIDTH) ) begin 
                        pix_data <= C_WHITE;
                    end
                end
                else if (pix_x >= S_X_START && pix_x < S_X_END) begin
                    parameter S_Y_CENTER = LETTER_Y_START + (LETTER_Y_END - LETTER_Y_START) / 2;
                    if ( (pix_y < LETTER_Y_START + STROKE_WIDTH) ||                          
                         (pix_y >= LETTER_Y_END - STROKE_WIDTH) ||                          
                         (pix_y >= S_Y_CENTER - STROKE_WIDTH/2 && pix_y < S_Y_CENTER + STROKE_WIDTH/2) || 
                         ((pix_x < S_X_START + STROKE_WIDTH) && (pix_y < S_Y_CENTER)) ||     
                         ((pix_x >= S_X_END - STROKE_WIDTH) && (pix_y > S_Y_CENTER)) ) begin 
                        pix_data <= C_WHITE;
                    end
                end
                else if (pix_x >= T_X_START && pix_x < T_X_END) begin
                    parameter T_X_CENTER = T_X_START + (T_X_END - T_X_START) / 2;
                    if ( (pix_y < LETTER_Y_START + STROKE_WIDTH) ||                          
                         (pix_x >= T_X_CENTER - STROKE_WIDTH/2 && pix_x < T_X_CENTER + STROKE_WIDTH/2) ) begin 
                        pix_data <= C_WHITE;
                    end
                end
            end
        end
    end
endmodule
### flow/run.sh
#!/bin/bash
# OpenROAD 26Q1-2900-gdf79404cd8, Yosys 0.63+post, stock flow scripts
make -C /OpenROAD-flow-scripts/flow DESIGN_CONFIG=/design/flow/config.mk WORK_HOME=/design/flow/orfs finish
==> results.rst <==
Run summary
-----------

.. list-table::
   :header-rows: 1

   * - Metric
     - Value
   * - Status
     - finished, final reports clean
   * - Hold-fix buffers at CTS
     - 0
   * - Mean instance size in the synthesized netlist
     - 7.79 µm²
   * - Post-synth ARST share
     - 100%
   * - Category of the worst setup path launch point
     - primary input
   * - Crit. End Element
     - asynchronous set/reset pin
   * - Post-route cell area
     - 0.00273 mm²
   * - Area of the die
     - 0.00699 mm²
   * - Launch point of the worst path
     - sys_rst_n
   * - Row Count
     - 29
   * - Number of nets still failing antenna checks after routing
     - 0
   * - Number of flops mapped to enable cells by yosys
     - 0
   * - Post-route worst setup slack
     - 0.526 ns
   * - Number of max-capacitance violations reported
     - 0
   * - Sum of net half-perimeters after detailed placement
     - around 4300 µm
   * - Late-Pin Clk Latency
     - 0 ns
   * - Count of endpoints without a timing constraint
     - 41
   * - Syn. warnings
     - 3
   * - Inserted Diodes
     - 0
   * - Input/output buffers
     - 19
   * - Cell family with most CP delay
     - buffers and inverters
   * - Die width
     - 83.6 µm
   * - Stages on worst setup path
     - 1
   * - Max VDD drop
     - 0.262 mV
   * - Number of DRC markers after the initial detailed-route iteration
     - roughly 160
   * - Average wire per cell in the routed design
     - between 10 and 15 µm
   * - Class of the most critical hold timing path
     - primary input to asynchronous set/reset pin
   * - Post-synthesis instance area
     - 0.00266 mm²
   * - Minimum clock period
     - 0.474 ns
   * - Number of setup violations in the final report
     - 0
   * - Required time at the worst-slack endpoint
     - 1.21 ns
   * - Number of DRC violations after detailed routing
     - 0
   * - Aggregate global routing overflow
     - 0
   * - Number of register pins that no clock reaches
     - 23
   * - Core area
     - 0.00639 mm²
   * - Area growth, synth to finish
     - 2.35%
   * - Final count of hold timing violations
     - 0
   * - Share of post-route cells with drive strength above 1
     - 5.57%
   * - Setup Slack @ Placement
     - between 0.5 and 0.6 ns
   * - Final clock period utilization by the worst path
     - between 40% and 50%
   * - Drt first pass iters
     - 5
   * - Tally of OpenROAD warnings
     - 29
   * - Number of buffers inserted by post-CTS setup repair
     - 0
   * - Cells in synth_stat.txt
     - 342
   * - Gates resized, CTS repair
     - 0
   * - Worst rel slew slack
     - 40.2%
   * - Most common flop cell mapped by yosys
     - sky130_fd_sc_hd__dfrtp_1
   * - Highest-count cells in the layout ignoring fill and taps
     - sky130_fd_sc_hd__a21oi_1, sky130_fd_sc_hd__nand2_1, sky130_fd_sc_hd__nor2_1, sky130_fd_sc_hd__dfrtp_1, sky130_fd_sc_hd__clkdlybuf4s50_1
   * - Number of library cell types mapped by synthesis
     - 65
   * - Class of the most critical setup path
     - primary input to asynchronous set/reset pin
   * - Pleak
     - between 0.9 and 1 nW
   * - Critical Path, Cell by Cell
     - clkdlybuf4s50_1
   * - Longest individual stage delay on the worst path
     - 0.48 ns
   * - IO Pins
     - 20
   * - Portion of the post-synthesis area used by sequential elements
     - 22.5%
   * - Max Fclk
     - 2110 MHz
   * - Total detailed-routing wirelength
     - 5810 µm
   * - Placer congestion estimate
     - 0.888
   * - Clock-pin slew reported for the worst setup and hold paths after clock tree synthesis
     - 0 ns
   * - Filler Cells Inserted
     - 651
   * - Actual transition at the worst max-transition pin
     - between 0.8 and 0.9 ns
   * - Die y size
     - 83.6 µm
   * - Max Fanout on Critical Path
     - 2
   * - RSZ-0062 raised after global routing
     - no
   * - Wire length of the first global-routing pass
     - 10200 µm
   * - Worst R2R Path Depth
     - 1
   * - Number of vias after detailed routing
     - 2349
   * - Core utilization before placement
     - 41.7%
   * - Utilization of the core after routing
     - 42.7%
   * - Gate count after technology mapping
     - 342
   * - Flops out of synthesis
     - 24
   * - Final sum of negative setup slack
     - 0 ns
   * - Final worst clock skew
     - 0 ns
   * - Maximum number of pins on one net before global-route repair
     - 27
   * - Number of antenna violations at the first check in global routing
     - 0
   * - Via count of the first global-routing pass
     - just over 2000
   * - Worst R2R Start
     - u_clk_divider.clk_out$_DFF_PN0_
   * - Power density cells
     - 23.9 mW/mm²
   * - Via density per instance
     - between 5 and 6
   * - Count of final max-slew check failures
     - 0
   * - Crit-path slowest cell
     - sky130_fd_sc_hd__clkdlybuf4s50_1
   * - Placed inst area
     - 0.00273 mm²
   * - Data arrival time of the worst path
     - 0.68 ns
   * - Critical path buffers and inverters
     - 1
   * - Global router's overall resource usage
     - 17.5%
   * - Synthesis area per yosys
     - 0.00266 mm²
-- Yosys cell counts, types with 8 or more instances --
cell type	n	area share, %
sky130_fd_sc_hd__xnor2_1	16	5.3
sky130_fd_sc_hd__nor3_1	8	1.5
sky130_fd_sc_hd__nand4_1	9	2.1
sky130_fd_sc_hd__buf_4	17	4.8
sky130_fd_sc_hd__dfrtp_1	24	23
sky130_fd_sc_hd__nand2b_1	8	1.9
sky130_fd_sc_hd__nor2_1	27	3.8
sky130_fd_sc_hd__inv_1	10	1.4
sky130_fd_sc_hd__nand2_1	28	3.9
sky130_fd_sc_hd__a21oi_1	28	5.3
sky130_fd_sc_hd__nand3_1	18	3.4
sky130_fd_sc_hd__o21ai_0	13	2.4
sky130_fd_sc_hd__xor2_1	8	2.6
sky130_fd_sc_hd__buf_2	8	1.5
sky130_fd_sc_hd__clkbuf_1	12	1.7
-- sequential cells by signal, summed over array words and instances, names as in the netlist --
register and cells:
u_clk_divider.clk_out 1, u_vga_ctrl.cnt_h 10, u_vga_ctrl.cnt_v 10, u_vga_ctrl.hsync 1, u_vga_ctrl.vsync 1, u_vga_pic.pix_data 1
-- where the power goes --
group	internal, mW	switching (mW)	total (mW)	leakage [nW]
sequential	0.0402	0	0.0402	0.315
combinational	0.00602	0.0188	0.0248	0.654
clock	0	0	0	0
total	0.0462	0.0188	0.0651	0.969
-- final timing paths --
path / end / slack, ns
max: u_clk_divider.clk_out$_DFF_PN0_ / 0.53
min: u_clk_divider.clk_out$_DFF_PN0_ / 0.36
max reg2reg: u_clk_divider.clk_out$_DFF_PN0_ / 0.53
min reg2reg: u_clk_divider.clk_out$_DFF_PN0_ / 0.41
max in group clk0: u_clk_divider.clk_out$_DFF_PN0_ / 0.53
min in group clk0: u_clk_divider.clk_out$_DFF_PN0_ / 0.41
-- metrics by stage --
stage | hold WS, ns | power (mW) | cells
after floorplan | -0.0956 | 0.0405 | 342
after global placement | 0.362 | 0.0670 | 400
after detailed placement | 0.366 | 0.0674 | 400
after CTS | 0.366 | 0.0674 | 400
after global routing | 0.382 | 0.0712 | 400
final | 0.363 | 0.0651 | 400
-- metal layers --
metal	wire [µm]	global-route usage (%)	vias to the layer above
met3	243	0.100	4
met4	29	1.08	0
li1	-	-	1202
met2	2550	26.3	58
met5	0	0	-
met1	2990	30.3	1085
-- layout make-up --
class	instances	area, µm²	share of cell area [%]
flip-flops and latches	24	601	22.0
multi-input cells	266	1770	65.0
repair buffers	23	220	8.08
inverters	10	37.5	1.38
well taps	77	96.3	3.53
-- cell families after synthesis --
group / share of synthesized area, %
multiplexers: 1.22
buffers and inverters: 10.9
AND-OR/OR-AND: 24.5
flip-flops: 22.5
AND/OR/NAND/NOR: 31.0
XOR/XNOR: 7.89
adder cells (fa/ha/maj): 1.88
Power figures rest on the tool's default switching activity, not on a simulated workload.

==> /design/flow/design.v <==
module counter_led (
    input wire sys_clk,      
    input wire sys_rst_n,    
    output reg led_out      
);
    localparam COUNT_MAX = 8'd100;
    reg [7:0] cnt;
    always @(posedge sys_clk or negedge sys_rst_n) begin
        if (!sys_rst_n) begin
            cnt     <= 8'd0;      
            led_out <= 1'b1;      
        end
        else begin
            if (cnt == COUNT_MAX - 1) begin
                cnt     <= 8'd0;      
                led_out <= ~led_out;  
            end
            else begin
                cnt <= cnt + 1;       
            end
        end
    end
endmodule 
==> /design/flow/run.sh <==
#!/bin/bash
# OpenROAD 26Q1-2900-gdf79404cd8, Yosys 0.63+post, stock flow scripts
make -C /OpenROAD-flow-scripts/flow DESIGN_CONFIG=/design/flow/config.mk WORK_HOME=/design/flow/orfs finish
==> /design/flow/config.mk <==
export PLATFORM = sky130hd
export DESIGN_NAME = counter_led
export DESIGN_NICKNAME = counter_led
export VERILOG_FILES = /design/flow/design.v
export SDC_FILE = /design/flow/constraint.sdc
export NUM_CORES = 4
export LEC_CHECK = 1
export CORE_AREA = 10 10 70 70
export DIE_AREA = 0 0 80 80
==> /design/flow/constraint.sdc <==
current_design counter_led

set clk_period 1.9
set clk_io_pct 0.2

create_clock -name clk0 -period $clk_period [get_ports {sys_clk}]

set non_clock_inputs [all_inputs -no_clocks]
set_input_delay [expr $clk_period * $clk_io_pct] -clock clk0 $non_clock_inputs
set_output_delay [expr $clk_period * $clk_io_pct] -clock clk0 [all_outputs]
==> results.py <==
# Generated from Yosys and OpenROAD reports
metrics = {
    "floorplan": {
        "chipArea_mm2": 0.00640,
        "ios": 3,
        "fp.dieH_um": 80,
        "rows": 21,
        "fp-utilization": 0.125,
        "die_w_um": 80,
        "core_mm2": 0.00342,
    },
    "sta": {
        "drv_slew": 0,
        "setup_ws_ns": 0.275,
        "setup_viol": 0,
        "rsz0062_at_grt": "no",
        "finalClockPeriodUsage": 0.855,
        "maxClockFrequency_mhz": 615,
        "max_slew_margin": 0.733,
        "final_hold_viol_count": 0,
        "hold_slack_ns": 0.414,
        "skew_ns": 0.00150,
        "fin_crit_ns": 1.63,
        "tns_ns": 0,
        "tightest_slew_ns": 0.399,
    },
    "final_layout": {
        "fin_area_um2": 527,
        "most-common-layout-cells": "dfrtp_1, nand3_1, nor2_1",
        "instances_no_fill": 88,
        "fill_cells": 400,
        "area_delta_synth_final_pct": 23.5,
        "lay_top_count": "dfrtp_1",
        "layout-drive-gt1-share": 0.143,
    },
    "min_path": {
        "hold_class": "input pin to async pin",
    },
    "place": {
        "place_area_um2": 500,
        "port_buffers": 2,
        "place_ws_ns": 0.523,
        "globalplace.congestion": 0.787,
        "place.detailed.hpwl_um": 523,
        "dpl.cell_count": 84,
    },
    "clock_network": {
        "cts_max_level": 1,
        "post_cts_resized": 0,
        "post_cts_buffers": 0,
        "clockBufferDepth": 2,
        "cts_root_buffer": "clkbuf_4",
        "cts.sink_count": 9,
        "worstSkewPairLatency_ns": 0.26,
        "hold_buffers": 0,
        "clk_pin_slew_worst_paths_ns": 0.06,
        "cts_tree": "done",
        "numCtsBuffers": 3,
    },
    "drt": {
        "drt_iter0_drc": 6,
        "antenna_cells": 0,
        "firstDrtPassIters": 3,
        "final_antenna_net_count": 0,
        "routed_wl_um": 705,
        "avgViaCountPerCell": 3.25,
        "drt_drc_violations_left": 0,
        "post_drt_wl_per_cell_um": 8.01,
        "num_vias": 286,
    },
    "critical_path": {
        "worst_ep_required_time_ns": 1.52,
        "worstPathCellList": "clkdlybuf4s50_1",
        "cp-end-kind": "primary output",
        "regToRegSetupSlack_ns": 0.52,
        "crit_buf_inv": 1,
        "rr_endpoint": "led_out$_DFFE_PN1N_",
        "cp_slowest_cell": "dfstp_2",
        "arrival_ns": 1.25,
        "crit_family": "flip-flops",
        "timing.rr.start": "cnt[0]$_DFF_PN0_",
        "critPathLaunchType": "flip-flop",
        "cp_max_fo": 2,
        "slowest_delay_ns": 0.53,
        "crit_type": "flip-flop to primary output",
        "reg2regPathDepth": 4,
    },
    "synthesis": {
        "ys_seq_frac": 0.531,
        "synth-main-ff-cell": "dfrtp_1",
        "syn_avg_cell_area_um2": 11.5,
        "syn_area_um2": 427,
        "synth_cell_types": 21,
        "ys_area_um2": 427,
        "synth-edff-count": 0,
        "yosysCellCount": 37,
        "async_reset_ff_frac": 1.00,
        "yosys_warnings": 1,
        "ys_ff": 9,
        "synthCells": 37,
    },
    "global_route": {
        "globalRouteMet3Util": 0.0159,
        "first_global_vias": 293,
        "grt_max_degree": 10,
        "grt.overflow.total": 0,
        "grtUsageTotal": 0.0245,
        "met2_usage": 0.0337,
        "grt-busiest-layer": "met2",
        "grt_util_met1": 0.0312,
        "grt_pass1_wl_um": 1260,
        "grt_antenna_before_repair": 0,
    },
    "power": {
        "power.density_mw_per_mm2": 651,
        "ir_worst_vdd_mv": 0.203,
        "p_leak_nw": 0.221,
    },
    "job": {
        "drv_cap": 0,
        "warnings": 25,
    },
    "outcome": {
        "status": "complete, no violations",
    },
}
cell families after synthesis:
group / count (synthesis) / share of synthesized area
and+or+nand+nor: 19 / 0.287
DFF: 9 / 0.531
xor gates and xnor gates: 5 / 0.103
AOI/OAI and AO/OA: 1 / 0.0176
buffers and inverters: 1 / 0.00879
muxes: 1 / 0.0235
adders and majority gates: 1 / 0.0293
layout make-up:
type,instances,area (um^2),area share
repair buffers,2,20.0,0.0380
multi-input cells,27,196,0.373
flip-flops and latches,9,226,0.430
well taps,46,57.6,0.109
clock buffers,4,26.3,0.0499
per-stage QoR:
step / power, mW / util
after floorplan: 0.195 / -
after global placement: 0.201 / 0.147
after detailed placement: 0.201 / 0.147
after CTS: 0.356 / 0.154
after global routing: 0.363 / 0.154
final: 0.343 / 0.154
cells in the mapped netlist (2+ instances only):
cell type,number,area share
dfrtp_1,8,0.47
nand3_1,4,0.047
nor2_1,4,0.035
xnor2_1,3,0.062
xor2_1,2,0.041
per-layer routing:
metal / routed length [um] / share of wire
met1: 329 / 0.47
met2: 315 / 0.45
met3: 43 / 0.061
met4: 17 / 0.024
met5: 0 / 0
sequential cells by signal (all words and copies together), names as in the netlist:
name and count:
cnt 8, led_out 1
where the power goes:
group / internal (mW) / switching, mW
registers: 0.192 / 0
logic: 0.00182 / 0.00350
clock network: 0.0808 / 0.0652
total: 0.274 / 0.0688
how the worst max path moves through the flow:
stage | depth (start not counted) | end | slack [ns] | start
CTS | 1 | led_out | 0.25 | led_out$_DFFE_PN1N_
finish | 1 | led_out | 0.27 | led_out$_DFFE_PN1N_
global route | 1 | led_out | 0.23 | led_out$_DFFE_PN1N_
Power figures rest on the tool's default switching activity, not on a simulated workload.

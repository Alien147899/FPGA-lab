==> design.v <==
module running_light (
    input  wire       sys_clk,
    input  wire       sys_rst_n,
    output reg  [3:0] led_out
);
    parameter S0 = 2'b00;
    parameter S1 = 2'b01;
    parameter S2 = 2'b10;
    parameter S3 = 2'b11;
    reg [1:0] current_state;
    reg [1:0] next_state;
    reg [24:0] counter;
    parameter HALF_SECOND_COUNT = 8'd100;
    always @(posedge sys_clk or negedge sys_rst_n) begin
        if (!sys_rst_n) begin 
            current_state <= S0;
            counter       <= 25'd0;
        end
        else begin
            if (counter == HALF_SECOND_COUNT - 1) begin
                current_state <= next_state; 
                counter       <= 25'd0;       
            end
            else begin
                current_state <= current_state; 
                counter       <= counter + 1;
            end
        end
    end
    always @(*) begin
        next_state = S0; 
        led_out = 4'b1110;   
        case (current_state)
            S0: begin
                next_state = S1;
                led_out = 4'b1110; 
            end
            S1: begin
                next_state = S2;
                led_out = 4'b1101;
            end
            S2: begin
                next_state = S3;
                led_out = 4'b1011;
            end
            S3: begin
                next_state = S0; 
                led_out = 4'b0111;
            end
            default: begin
                next_state = S0;
                led_out = 4'b1110;
            end
        endcase
    end
endmodule
==> constraint.sdc <==
current_design running_light

set clk_period 4.2
set clk_io_pct 0.2

create_clock -name clk0 -period $clk_period [get_ports {sys_clk}]

set non_clock_inputs [all_inputs -no_clocks]
set_input_delay [expr $clk_period * $clk_io_pct] -clock clk0 $non_clock_inputs
set_output_delay [expr $clk_period * $clk_io_pct] -clock clk0 [all_outputs]
==> run.sh <==
#!/bin/bash
# OpenROAD 26Q1-2900-gdf79404cd8, Yosys 0.63+post, stock flow scripts
make -C /OpenROAD-flow-scripts/flow DESIGN_CONFIG=/design/flow/config.mk WORK_HOME=/design/flow/orfs finish
==> config.mk <==
export PLATFORM = sky130hd
export DESIGN_NAME = running_light
export DESIGN_NICKNAME = running_light
export VERILOG_FILES = /design/flow/design.v
export SDC_FILE = /design/flow/constraint.sdc
export NUM_CORES = 4
export LEC_CHECK = 1
export CORE_AREA = 10 10 96 96
export DIE_AREA = 0 0 106 106
==> results.yml <==
# flow metrics
hold_path:
  worstHoldPathType: "reg2reg"
  holdCritStartpoint: "counter[24]$_DFF_PN0_"
clock_tree:
  cts-root-buf: "clkbuf_8"
  hold_buffers: 0
  cts_inserted_buffers: 5
  clock_tree.buffer_depth: 2
  cts_tree: "yes"
  clkTransAtPathRegs_ns: 0.06
  worstSkewPairLatency_ns: 0.28
  cts_sinks: 29
  ctsHtreeMaxLevel: 2
  cts-resized-gates: 0
  post_cts_buffers: 0
synth:
  ys_cells: 123
  yosys.area.top_type_share: 0.525
  avgSynthCellArea_um2: 10.9
  ys_chip_area_um2: 1340
  ys_ff: 29
  yosysSeqAreaShare: 0.545
  synth-main-ff-cell: "dfrtp_1"
  synth_area_um2: 1340
  area_leaders: "dfrtp_1, xnor2_1, nand3_1"
  edf_count: 0
  synth_warnings: 1
  synthCells: 123
  async_reset_ff_frac: 1.00
  ys_types: 25
  yosys.area.top_type: "dfrtp_1"
worst_setup_path:
  start_kind: "register"
  slowest_stage: "dfrtp_1"
  max_stage_delay_ns: 0.42
  crit_chain: "or3_1 > clkdlybuf4s50_1"
  endpoint_kind: "primary output"
  required_ns: 3.36
  crit_type: "reg2out"
  cp_max_fo: 6
  worstReg2RegStart: "counter[13]$_DFF_PN0_"
  cp.arrival_ns: 1.49
route:
  remaining_drc_errors: 0
  routedWlPerCell_um: 9.56
  dr.pass1.iters: 4
  top_layer: "met4"
  wl_met1_mm: 1.16
  drt-total-wl_mm: 2.25
  diodes: 0
  routed-via-count: 900
  dr_wl_met3_um: 111
  viasPerCell: 3.83
  ant_nets: 0
  first_iter_violations: 57
  dr_wl_met2_um: 961
cells_and_area:
  final-instance-count-excl-fill: 235
  lay_top_count: "dfrtp_1"
  final_cell_mix: "dfrtp_1, xnor2_1, nand2_1"
  utilization: 0.226
  areaGrowthSynthToFinish_pct: 22.0
  drive_gt1_frac: 0.0956
  flop_area_um2: 727
  fillers: 775
  mi_logic_area_um2: 601
floorplanning:
  chipArea_um2: 11200
  core_um2: 7210
  core_util_floorplan: 0.185
  pin_count: 6
  die_y_um: 106
  num_rows: 31
  chipWidth_um: 106
placement:
  portBuffers: 5
  dpl.cell_count: 227
  dpl.hpwl_mm: 1.56
  place_congestion: 0.802
grt:
  overflow: 0
  grt_use_total: 0.0407
  grt_start_max_net_pins: 30
  antenna_found_initial: 0
  grt_pass1_wl_mm: 3.97
  first_global_vias: 874
timing:
  fin_crit_sh: 0.554
  fin_crit_ns: 2.33
  relSlewSlack: 0.486
  finalSetupTns_ns: 0
  hold_violations: 0
  setup_viol: 0
  drv_slew: 0
  fmax_mhz: 429
  rsz0062_at_grt: "no"
  tightest_slew_ns: 0.764
  fin_skew_ns: 0.00438
run:
  maxCapViolCount: 0
  warnings: 25
power_and_ir_drop:
  p_leak_nw: 0.692
  ir_drop_uv: 120
  power_density_nw_per_um2: 356
outcome:
  status: "finished clean"
[where the power goes]
part           internal (W)  switching, W
sequential         0.000279             0
clock              0.000193      0.000100
combinational    0.00000142    0.00000513
[cell families after synthesis]
family | count (synthesis) | synth area share
buf+inv | 2 | 0.00562
flops | 29 | 0.545
fa+ha+maj | 1 | 0.00937
mux | 4 | 0.0337
simple gates | 63 | 0.255
compound gates | 2 | 0.00749
xor+xnor | 22 | 0.144
[routing by layer]
layer	vias to the layer above	global-route usage
li1	450	-
met1	430	0.0579
met2	18	0.0605
met3	2	0.0128
met4	0	0.00677
met5	-	0
[synth_stat cells (2+ instances only)]
library cell	count
xnor2_1	16
nor4_1	4
dfrtp_1	28
nor2_1	11
mux2_1	4
nand4_1	7
nand2_1	15
nor3_1	4
xor2_1	6
nand3_1	12
or3_1	2
[final cells by class]
cell class | instances | area share
repair buffers | 6 | 0.0353
flip-flops and latches | 29 | 0.446
clock buffers | 7 | 0.0530
clock inverters | 1 | 0.0184
inverters | 1 | 0.00230
multi-input cells | 92 | 0.369
well taps | 99 | 0.0760
[worst max-delay path: cells and delay by family, from the launching register on]
kind                   cells  cell delay, ns
buffers and inverters      1            0.42
AND/OR/NAND/NOR            1            0.37
flip-flops                 1            0.42
[stage by stage]
step                setup WS, ns  power (W)  hold slack [ns]  cell area, um2
floorplan                   2.24   0.000285            0.446            1340
global placement            2.14   0.000292            0.468            1510
detailed placement          2.15   0.000292            0.466            1510
CTS                         1.85   0.000588            0.476            1630
global route                1.80   0.000600            0.498            1630
finish                      1.87   0.000579            0.473            1630
[final timing paths]
| kind | end | slack [ns] | cells after the start |
|---|---|---|---|
| min | counter[24]$_DFF_PN0_ | 0.47 | 1 |
| max in group asynchronous | asynchronous set/reset pin | 2.96 | 2 |
| min in group asynchronous | counter[9]$_DFF_PN0_ | 0.94 | 2 |
| max | led_out[0] | 1.87 | 2 |
| max reg2reg | register | 2.15 | 4 |
| min reg2reg | counter[24]$_DFF_PN0_ | 0.47 | 1 |
No activity file was given, so power comes from the tool's default toggle rates.
